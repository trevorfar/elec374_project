File: /design/flow/config.mk
export PLATFORM = sky130hd
export DESIGN_NAME = encoder_32_to_5
export DESIGN_NICKNAME = encoder_32_to_5
export VERILOG_FILES = /design/flow/design.v
export SDC_FILE = /design/flow/constraint.sdc
export NUM_CORES = 4
export LEC_CHECK = 1
export CORE_AREA = 10 10 85 85
export DIE_AREA = 0 0 95 95
File: /design/flow/constraint.sdc
current_design encoder_32_to_5

set clk_period 3.1
set clk_io_pct 0.2

create_clock -name clk0 -period $clk_period

set non_clock_inputs [all_inputs -no_clocks]
set_input_delay [expr $clk_period * $clk_io_pct] -clock clk0 $non_clock_inputs
set_output_delay [expr $clk_period * $clk_io_pct] -clock clk0 [all_outputs]
File: /design/flow/design.v
module encoder_32_to_5(
	input wire [31:0] encoder_input, output reg [4:0] encoder_output
);
	always @(*) begin
		case(encoder_input)
				32'd1 : encoder_output <= 5'd0; 
				32'd2 : encoder_output <= 5'd1;
				32'd4 : encoder_output <= 5'd2; 
				32'd8 : encoder_output <= 5'd3; 
				32'd16 : encoder_output <= 5'd4; 
				32'd32 : encoder_output <= 5'd5;
				32'd64 : encoder_output <= 5'd6; 
				32'd128 : encoder_output <= 5'd7; 
				32'd256 : encoder_output <= 5'd8; 
				32'd512 : encoder_output <= 5'd9; 
				32'd1024 : encoder_output <= 5'd10; 
				32'd2048 : encoder_output <= 5'd11; 
				32'd4096 : encoder_output <= 5'd12; 
				32'd8192 : encoder_output <= 5'd13; 
				32'd16384 : encoder_output <= 5'd14; 
				32'd32768 : encoder_output <= 5'd15;
				32'd65538 : encoder_output <= 5'd16; 
				32'd131072 : encoder_output <= 5'd17; 
				32'd262144 : encoder_output <= 5'd18; 
				32'd524288 : encoder_output <= 5'd19; 
				32'd1048576 : encoder_output <= 5'd20; 
				32'd2097152 : encoder_output <= 5'd21; 
				32'd4194304 : encoder_output <= 5'd22; 
				32'd8388608 : encoder_output <= 5'd23;
				default: encoder_output <= 5'd31;
		endcase
	end
endmodule
File: /design/flow/run.sh
#!/bin/bash
# OpenROAD 26Q1-2900-gdf79404cd8, Yosys 0.63+post, stock flow scripts
make -C /OpenROAD-flow-scripts/flow DESIGN_CONFIG=/design/flow/config.mk WORK_HOME=/design/flow/orfs finish
==> impl_metrics.py <==
# Physical implementation metrics
metrics = {
    "global_routing": {
        "grt_antenna_before_repair": 0,
        "grt_first_pass_wirelength_mm": 5.93,
        "overflow": 0,
        "number_of_global_route_vias_before_repair": 1278,
        "gr-usage-all-layers_pct": 7.73,
        "grt_start_max_net_pins": 9,
    },
    "floorplan": {
        "num_io_pins": 37,
        "die_w_microns": 95,
        "fp_util_pct": 14.6,
        "total_die_size_sq_um": 9030,
        "floorplan.rows": 27,
        "die_h_microns": 95,
        "coreArea_sq_um": 5470,
    },
    "final_timing": {
        "hold_viol_final": 0,
        "setup_viol_count_final": 0,
        "final_worst_path_period_need_ns": 3.03,
        "timing_worst_slew_pin_value_ns": 0.326,
        "worst_slew_margin_rel_pct": 78.2,
        "maxSlewViolCount": 0,
        "final.period_utilization_pct": 97.6,
        "fmaxAchievable_ghz": 0.330,
    },
    "drt": {
        "wirelength_mm": 3.57,
        "drt_iter0_markers": 61,
        "antennaDiodeCount": 0,
        "drt.antenna.violating_nets": 0,
        "vias": 1333,
        "length_of_the_first_detailed_routing_pass_in_iterations": 4,
        "drc": 0,
        "route.detailed.vias_per_inst": 4.57,
        "routedWlPerCell_microns": 12.2,
    },
    "setup_path": {
        "worstSetupPathType": "in -> out",
        "critPathMaxFanout": 4,
        "critPathCaptureType": "primary output",
        "worst_endpoint_data_arrival_time_ns": 2.41,
        "start_kind": "input pin",
        "cp_required_ns": 2.48,
    },
    "final_layout": {
        "area_growth_syn_to_layout_pct": 131,
        "postLayoutCoreUtil_pct": 33.7,
        "clock_tree_buffer_count_of_the_final_layout": 0,
        "final_common_cell": "sky130_fd_sc_hd__buf_4",
        "final_layout_size_suffix_gt1_share_pct": 46.8,
        "filler_cell_count": 570,
        "num_sequential": 0,
        "layout_top_cells_excl_fill_tap": "sky130_fd_sc_hd__buf_4, sky130_fd_sc_hd__o21ai_0, sky130_fd_sc_hd__dlygate4sd2_1",
        "area.sequential_sq_um": 0,
        "final-comb-area_sq_um": 891,
        "postLayoutCellArea_sq_um": 1850,
    },
    "synth": {
        "synth_cells": 128,
        "synth_stat.cells": 128,
        "mapped_avg_cell_area_sq_um": 6.25,
        "yosysChipArea_sq_um": 800,
        "netlist_area_sq_um": 800,
        "netlist-cell-type-count": 44,
        "synth.yosys.warnings": 1,
        "yosysSeqAreaShare_pct": 0,
    },
    "place": {
        "post_dp_cell_area_sq_um": 1570,
        "dp_hpwl_mm": 2.76,
        "gpl.final_weighted_congestion": 0.901,
        "io_port_bufs": 37,
    },
    "pwr": {
        "vdd_drop_max_uv": 42.6,
        "leakagePower_nw": 0.782,
        "power_density_nw_per_um2": 85.2,
    },
    "run": {
        "drv_cap": 0,
        "stage_log_warnings": 32,
    },
    "outcome": {
        "status": "completed",
    },
    "worst_hold_path": {
        "worst_hold_path_type": "in -> out",
    },
}
[cell type report]
| cell class | count | share of cell area (%) |
|---|---|---|
| inverters | 2 | 0.407 |
| multi-input cells | 116 | 48.3 |
| well taps | 72 | 4.88 |
| repair buffers | 102 | 46.4 |
[path summary, 6_finish.rpt]
path                          start           endpoint  slack, ns  cells past startpoint
setup / recovery   encoder_input[6]  encoder_output[1]       0.07                     10
hold / removal    encoder_input[17]  encoder_output[1]       1.83                      6
[kinds of logic (layout without fill, tap and decap cells)]
kind of cell             after synthesis  after routing  synth area share, %
AND-OR/OR-AND                         44             44                 36.3
adder cells (fa/ha/maj)                1              1                 1.25
AND/OR/NAND/NOR                       63             63                 43.4
buffers and inverters                 12            104                 10.3
XOR/XNOR                               8              8                 8.76
[timing repair]
action | 4_1_cts | 5_1_grt
cloned | 0 | 0
endpoints found under the setup margin | 5 | 4
setup buffers | 11 | 4
gates resized | 69 | 31
hold endpoints to repair | 0 | 0
pin swaps | 19 | 18
hold buffers | 0 | 0
[worst max-delay path, cell delays in order]
cell and delay [ns]:
sky130_fd_sc_hd__clkdlybuf4s15_1 0.23, sky130_fd_sc_hd__buf_4 0.18, sky130_fd_sc_hd__nor2b_1 0.12, sky130_fd_sc_hd__o211ai_1 0.16, sky130_fd_sc_hd__o2111a_2 0.26, sky130_fd_sc_hd__nor3_4 0.06
sky130_fd_sc_hd__o31a_4 0.34, sky130_fd_sc_hd__buf_4 0.14, sky130_fd_sc_hd__o221ai_2 0.17, sky130_fd_sc_hd__buf_2 0.12
[per-stage QoR]
| step | hold WS (ns) | TNS [ns] | power [mW] | worst slack (ns) | cells |
|---|---|---|---|---|---|
| after floorplan | 1.38 | 0 | 0.0534 | 0.491 | 128 |
| after global placement | 2.50 | -2.31 | 0.145 | -0.561 | 278 |
| after detailed placement | 2.48 | -2.27 | 0.145 | -0.562 | 278 |
| after CTS | 1.94 | 0 | 0.150 | 0.000174 | 288 |
| after global routing | 1.87 | -0.0524 | 0.171 | -0.0370 | 292 |
| final | 1.83 | 0 | 0.157 | 0.0742 | 292 |
[routing by layer]
| metal | GRT usage, % | share of wire, % |
|---|---|---|
| met5 | 0 | 0 |
| met4 | 0.374 | 0.95 |
| met3 | 0.561 | 3.7 |
| met2 | 13.3 | 47 |
| met1 | 10.8 | 48 |
[power by group]
part           switching [mW]  total (mW)  internal [mW]  leakage [nW]
clock                       0           0              0             0
combinational          0.0717       0.157         0.0856         0.782
sequential                  0           0              0             0
total                  0.0717       0.157         0.0856         0.782
[synthesized netlist by cell type, drive strengths merged (2+ instances only)]
cell type | number | share of area [%]
a2111oi | 2 | 2.3
a21oi | 2 | 1.3
a31oi | 2 | 1.6
buf | 6 | 5.9
clkbuf | 4 | 3.4
inv | 2 | 0.94
nand2 | 8 | 3.8
nand2b | 3 | 2.3
nand3 | 6 | 3.8
nand4b | 2 | 2.2
nor2 | 14 | 6.9
nor2b | 2 | 1.6
nor3 | 11 | 6.9
nor4 | 6 | 4.7
o2111ai | 3 | 3.3
o211ai | 4 | 3.8
o21a | 2 | 1.9
o21ai | 21 | 13
or4 | 4 | 3.9
xor2 | 7 | 7.7
No activity file was given, so power comes from the tool's default toggle rates.
