--- flow/design.v ---
module mux_32_to_1(
	input [31:0] R0, R1, R2, R3, R4, R5, R6, R7, 
	R8, R9, R10, R11, R12, R13, R14, R15,
	HI, LO, Z_HI, Z_LO, PC, MDR, IN_PORT, C_sign_extended,
	input wire [4:0] select,
	output reg [31:0] BusMuxOut
);
	always @(*) begin
		case(select)
			5'd0 : BusMuxOut <= R0 [31:0]; 
			5'd1 : BusMuxOut <= R1 [31:0];
			5'd2 : BusMuxOut <= R2 [31:0]; 
			5'd3 : BusMuxOut <= R3 [31:0]; 
			5'd4 : BusMuxOut <= R4 [31:0]; 
			5'd5: BusMuxOut <= R5 [31:0];
			5'd6 : BusMuxOut <= R6 [31:0]; 
			5'd7 : BusMuxOut <= R7 [31:0]; 
			5'd8 : BusMuxOut <= R8 [31:0]; 
			5'd9 : BusMuxOut <= R9 [31:0]; 
			5'd10 : BusMuxOut <= R10 [31:0]; 
			5'd11 : BusMuxOut <= R11 [31:0]; 
			5'd12 : BusMuxOut <= R12 [31:0]; 
			5'd13 : BusMuxOut <= R13 [31:0]; 
			5'd14 : BusMuxOut <= R14 [31:0]; 
			5'd15 : BusMuxOut <= R15 [31:0];
			5'd16 : BusMuxOut <= HI [31:0]; 
			5'd17 : BusMuxOut <= LO [31:0]; 
			5'd18 : BusMuxOut <= Z_HI [31:0]; 
			5'd19 : BusMuxOut <= Z_LO [31:0]; 
			5'd20 : BusMuxOut <= PC [31:0]; 
			5'd21 : BusMuxOut <= MDR [31:0]; 
			5'd22 : BusMuxOut <= IN_PORT [31:0]; 
			5'd23 : BusMuxOut <= C_sign_extended [31:0];
			default: BusMuxOut <= 32'b0;
		endcase
	end
endmodule
--- flow/run.sh ---
#!/bin/bash
# OpenROAD 26Q1-2900-gdf79404cd8, Yosys 0.63+post, stock flow scripts
make -C /OpenROAD-flow-scripts/flow DESIGN_CONFIG=/design/flow/config.mk WORK_HOME=/design/flow/orfs finish
--- flow/config.mk ---
export PLATFORM = sky130hd
export DESIGN_NAME = mux_32_to_1
export DESIGN_NICKNAME = mux_32_to_1
export VERILOG_FILES = /design/flow/design.v
export SDC_FILE = /design/flow/constraint.sdc
export NUM_CORES = 4
export LEC_CHECK = 1
export CORE_AREA = 10 10 312 312
export DIE_AREA = 0 0 322 322
--- flow/constraint.sdc ---
current_design mux_32_to_1

set clk_period 3.9
set clk_io_pct 0.2

create_clock -name clk0 -period $clk_period

set non_clock_inputs [all_inputs -no_clocks]
set_input_delay [expr $clk_period * $clk_io_pct] -clock clk0 $non_clock_inputs
set_output_delay [expr $clk_period * $clk_io_pct] -clock clk0 [all_outputs]
==> metrics.cfg <==
[run_status]
status = finished clean

[final_timing]
rsz0062_at_grt = yes
final-setup-viol-count = 0
relSlewSlack_pct = 43.2
setup_tns_ns = 0
worstMarginPinSlew_ns = 0.831
final.setup.worst_slack_ns = 0.0135
fmax_mhz = 257
hold_violations = 0
final_max_slew_viol_count = 0
fin_crit_sh_pct = 99.7
layout_min_cycle_time_ns = 3.89

[clock_network]
holdBufCountCts = 0

[logic_synthesis]
ys_seq_share_pct = 0
syn_inst = 802
ys_warn_count = 1
netlist_area_sq_um = 5720
syn_avg_cell_area_sq_um = 7.14
synth.top_cells.by_count = a22oi_1 (185), mux2i_1 (83), buf_2 (47)
yosys_area_sq_um = 5720
synth_cell_type_count = 62
yosys_cells = 802
top_cell = a22oi_1
yosysTopAreaCell = a22oi_1
yosysTopAreaCellShare_pct = 24.3
yosys-top-cells-area = a22oi_1 (24%), mux2i_1 (15%), buf_2 (4.1%)

[cells_and_area]
stdcell_area_sq_um = 18300
nFlopsAndLatches = 0
area.sequential_sq_um = 0
clkbuf_count = 0
layout-drive-gt1-share_pct = 23.1
area_growth_pct = 220
finish.utilization_pct = 20.3

[die]
initial_core_util_pct = 6.34
placeableCoreArea_sq_um = 90300
die_x_um = 322
io_pins = 805
die_y_um = 322
die_area_sq_um = 104000
rows = 110

[grt]
grt_pass1_vias = 13496
grt_start_max_net_pins = 24
antenna_found_initial = 134
track_usage_pct = 24.6
grt.overflow.total = 0
grt_pass1_wl_um = 160000

[pwr]
ir_drop_uv = 32.8
leakage_nw = 6.71
total_power_w = 0.00194
power_density_nw_per_um2 = 106

[routing]
drt_pass1_iterations = 8
vias = 12845
totalWireLength_um = 132000
vias_per_cell = 4.24
drtIter0Drc = 1090
drcViolationCount = 0
antenna_left = 0
wl_per_cell_um = 43.7

[placement]
placed_area_sq_um = 17700
dpl.hpwl_um = 120000
post-place-ws_ns = -0.504
routabilityCongestion = 0.971
port_buffers = 805

[flow_run]
cap_violations = 0
log.warning_count = 34

[hold_path]
hold_path.class = primary input to primary output

[critical_path]
crit_arrival_ns = 3.11
crit_path_end_kind = primary output
path_class = primary input to primary output
cp-start-kind = primary input
crit_required_ns = 3.12
cp_max_fo = 7

==> final cells by class <==
cell class / instances / area (sq um)
Inverter: 6 / 22.5
Tap cell: 1176 / 1470
Multi-Input combinational cell: 709 / 5710
Fill cell: 10071 / 72000
Antenna cell: 28 / 70.1
Timing Repair Buffer: 1107 / 11000
==> power breakdown <==
part	internal (W)	total [W]	switching [W]
sequential	0	0	0
clock	0.000000000970	0.000000000970	0
combinational	0.00115	0.00194	0.000797
total	0.00115	0.00194	0.000797
==> per-stage QoR <==
stage               cells  hold slack [ns]
floorplan             802             1.63
global placement     2993             2.38
detailed placement   2993             2.37
CTS                  2996             2.38
global route         3009             2.38
finish               3026             2.29
==> cells by family (layout without fill, tap and decap cells) <==
logic type / Yosys count / in the layout / share of synthesized area, %
compound gates: 356 / 356 / 47.6
simple gates: 255 / 255 / 25.4
buf+inv: 93 / 1113 / 9.36
other cells: 0 / 28 / 0
mux: 98 / 98 / 17.7
==> metal layers <==
layer	vias up	track usage [%]	part of all wire (%)
li1	5465	-	-
met1	6230	30.2	41
met2	805	40.5	47
met3	213	10.4	10
met4	132	3.17	1.6
met5	-	0	0.65
==> critical path: stages <==
cell       delay [ns]
buf_4            0.16
buf_12           0.13
buf_4            0.15
nor2_1           0.09
buf_4            0.16
nand2_1          0.10
buf_12           0.18
nor2_1           0.07
a2111oi_0        0.72
buf_4            0.24
nand4b_1         0.12
buf_4            0.18
==> placed cells by master (no fill, tap or decap), drive strengths merged, types with 8 or more instances in the layout <==
cell type / netlist / final
mux2: 14 / 14
o32ai: 10 / 10
a211oi: 9 / 9
nor3: 32 / 32
a221o: 9 / 9
o2bb2ai: 11 / 11
a22o: 22 / 22
o22ai: 17 / 17
nor4: 8 / 8
nand3: 14 / 14
a22oi: 186 / 186
a21oi: 29 / 29
and4: 9 / 9
nor2: 57 / 57
a221oi: 26 / 26
nand2: 40 / 40
buf: 76 / 312
diode: 0 / 28
or4: 10 / 10
clkdlybuf4s50: 0 / 784
mux2i: 83 / 83
nand4: 33 / 33
nand2b: 10 / 10
==> timing repair <==
item | in CTS | in global routing
pin swaps | 11 | 6
buffers inserted | 3 | 2
endpoints found under the setup margin | 28 | 19
resized | 76 | 32
==> worst paths after layout <==
path | from | endpoint | slack [ns] | cells after the start
max | select[4] | BusMuxOut[29] | 0.01 | 12
min | select[2] | BusMuxOut[16] | 2.29 | 6
Power figures rest on the tool's default switching activity, not on a simulated workload.
